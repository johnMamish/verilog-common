`flow/config.mk`:
```
export PLATFORM = sky130hd
export DESIGN_NAME = word_concatenator
export DESIGN_NICKNAME = word_concatenator
export VERILOG_FILES = /design/flow/design.v
export SDC_FILE = /design/flow/constraint.sdc
export NUM_CORES = 4
export LEC_CHECK = 1
export CORE_UTILIZATION = 30
```
`flow/constraint.sdc`:
```
current_design word_concatenator

set clk_period 3.4
set clk_io_pct 0.2

create_clock -name clk0 -period $clk_period [get_ports {clk_i}]

set non_clock_inputs [all_inputs -no_clocks]
set_input_delay [expr $clk_period * $clk_io_pct] -clock clk0 $non_clock_inputs
set_output_delay [expr $clk_period * $clk_io_pct] -clock clk0 [all_outputs]
```
`flow/design.v`:
```
`timescale 1ns/100ps
module word_concatenator #(
    parameter INPUT_WIDTH=8,
    parameter NUM_WORDS_TO_CONCAT=4,
    localparam OUTPUT_WIDTH = (INPUT_WIDTH * NUM_WORDS_TO_CONCAT)
)  (
    input clk_i,
    input reset_i,
    input [INPUT_WIDTH-1:0] data_i,
    input data_valid_i,
    output logic [OUTPUT_WIDTH-1:0] accumulated_data_o,
    output logic accumulated_data_valid_o
);
    localparam CONCAT_IDX_MIN = 0;
    localparam CONCAT_IDX_MAX = INPUT_WIDTH * (NUM_WORDS_TO_CONCAT - 1);
    localparam CONCAT_IDX_START = (  1) ? CONCAT_IDX_MIN : CONCAT_IDX_MAX;
    localparam CONCAT_IDX_END = (  1) ? CONCAT_IDX_MAX : CONCAT_IDX_MIN;
    logic [$clog2(OUTPUT_WIDTH)+1:0] concat_idx;
    always_ff @(posedge clk_i) begin
        accumulated_data_valid_o <= 0;
        if (data_valid_i) begin
            accumulated_data_o[concat_idx +: INPUT_WIDTH] <= data_i;
            if (concat_idx == CONCAT_IDX_END) begin
                concat_idx <= CONCAT_IDX_START;
                accumulated_data_valid_o <= 1;
            end else begin
                if (  1) concat_idx <= concat_idx + INPUT_WIDTH;
                else concat_idx <= concat_idx - INPUT_WIDTH;
                accumulated_data_valid_o <= 0;
            end
        end
        if (reset_i) begin
            accumulated_data_o <= 'x;
            accumulated_data_valid_o <= '0;
            concat_idx <= '0;
        end
    end
endmodule
```
`flow/run.sh`:
```
#!/bin/bash
# OpenROAD 26Q1-2900-gdf79404cd8, Yosys 0.63+post, stock flow scripts
make -C /OpenROAD-flow-scripts/flow DESIGN_CONFIG=/design/flow/config.mk WORK_HOME=/design/flow/orfs finish
```
==> flow_summary.ini <==
; yosys + openroad results
[global_route]
grt_pass1_vias = 1032
grt_pass1_wl_mm = 5.168
grt_use_total_pct = 11.30
antenna_found_initial = 0
grt-ovfl-total = 0
grt_max_degree = 33

[place]
dp_cells = 221
place.detailed.hpwl_mm = 2.239
io_buffers = 43
dpl-instance-area_um2 = 2266
gp_congestion = 0.8464
pre_cts_slack_ns = 0.5550

[worst_setup_path]
crit_path_start_kind = register
path_class = register to register
end_kind = register
crit_required_ns = 3.43
arrival_ns = 2.86
crit_fanout = 11

[detailed_routing]
vias = 1078
n_antenna_cell = 0
wirelength_mm = 3.243
ant_nets = 0
wire_per_inst_um = 14.16
drt_iter0_drc = 43
route.detailed.drc = 0
routed_via_density = 4.707
dr.pass1.iters = 4

[outcome]
run_status = complete, no violations

[final_timing]
fin_worst_skew_ns = 0.005353
setup_violations = 0
tightest_slew_ns = 0.7416
setup_ws_ns = 0.5765
fmax_mhz = 354.2
slew_headroom_pct = 50.19
setup_tns_ns = 0
slew_viol_final = 0
post-route-period-util_pct = 83.04
hold_viol = 0
rsz0062_at_grt = false
finalWorstPathRequiredPeriod_ns = 2.823

[synthesis]
ys_seq_elements = 37
syn_area_um2 = 1778
yosysTopAreaCellShare_pct = 54.05
syn_inst = 110
ys_seq_share_pct = 59.68
yosys-top-cells-area = edfxtp_1 54%, mux2_2 15%, mux2_4 6.8%
ys_area_um2 = 1778
syn_area_per_cell_um2 = 16.16
ys_warn_count = 1
synth_cell_types = 29
yosysTopAreaCell = edfxtp_1
yosys_cells = 110

[floorplanning]
die_height_um = 78.99
fp_util_pct = 31.70
core_um2 = 5608
boundaryPins = 44
die-area_um2 = 6239
row_count = 27
die_width_um = 78.99

[flow_run]
drv_cap = 0
tool_warnings = 29

[cts]
cts_max_path_buffers = 2
hold_buffers = 0
h-tree-depth = 2
clk_pin_slew_worst_paths_ns = 0.06
clk_latency_ns = 0.28
cts_made_buffers = 5
clkSinkCount = 37
tritoncts = built
post_cts_buffers = 0
cts_root_buf = clkbuf_8
cts_resized = 0

[worst_hold_path]
hold_path_class = register to register

[final_layout]
layout-drive-gt1-share_pct = 27.39
area_delta_synth_final_pct = 33.43
final_area_um2 = 2372
final_cells = 229

[pwr]
p_leak_nw = 0.8701
power.density_nw_per_um2 = 504.9
vdd_drop_max_uv = 180.5
[synthesized netlist by cell type]
master / n
nand3_1: 1
nand4_1: 1
nand3b_1: 1
o31a_4: 1
nand4b_1: 1
or2_2: 1
mux2_4: 8
a311oi_1: 1
xnor2_1: 3
ha_1: 5
or3_1: 1
edfxtp_1: 32
clkbuf_2: 1
nor4b_1: 1
nor3_1: 1
or2b_1: 1
buf_2: 1
inv_1: 4
a21oi_1: 2
nor4_4: 1
mux2_2: 24
dfxtp_1: 5
buf_6: 2
nor2_1: 4
nor2_2: 1
nand2_1: 3
nor4_1: 1
nor4b_4: 1
o311ai_0: 1
[routing by layer]
metal  up-vias  share of wire (%)  track usage, %
met2        43                 40           14.83
met5         -                  0               0
met3        10                8.6           3.967
li1        509                  -               -
met1       516                 48           18.30
met4         0                3.5           3.273
[logic make-up (layout without fill, tap and decap cells)]
logic type | count (synthesis) | after routing | synth area share [%]
AND-OR/OR-AND | 5 | 5 | 2.534
XOR/XNOR | 3 | 3 | 1.478
adder cells (fa/ha/maj) | 5 | 5 | 3.519
buffers and inverters | 8 | 55 | 2.673
flip-flops | 37 | 37 | 59.68
multiplexers | 32 | 32 | 21.96
AND/OR/NAND/NOR | 20 | 20 | 8.164
[metrics by stage]
step / hold slack, ns / power [mW] / utilization, %
after global routing: 0.5987 / 1.261 / 42.30
final: 0.5603 / 1.198 / 42.30
after global placement: 0.5325 / 0.8458 / 40.41
after detailed placement: 0.5549 / 0.8522 / 40.41
after floorplan: 0.4859 / 0.7031 / -
after CTS: 0.5642 / 1.212 / 42.30
[state kept, by name (all words and copies together), names as in the netlist]
register                  count
concat_idx                    4
accumulated_data_o           32
accumulated_data_valid_o      1
[cell usage in the layout, fill, tap and decap left out, drive strengths merged, types with 2 or more instances in the layout]
master / netlist / final
a21oi: 2 / 2
mux2: 32 / 32
nor2: 5 / 5
nor4: 2 / 2
nor4b: 2 / 2
dfxtp: 5 / 5
ha: 5 / 5
xnor2: 3 / 3
clkdlybuf4s50: 0 / 43
inv: 4 / 4
nand2: 3 / 3
clkbuf: 1 / 6
edfxtp: 32 / 32
[critical path, cell delays in order (launching register included)]
cell	delay, ns
dfxtp_1	0.60
inv_1	0.18
ha_1	0.42
nor4b_1	0.31
nand4b_1	0.57
mux2_2	0.48
[cell type report]
type	instances	area, um^2
clock buffers	6	72.57
flip-flops and latches	37	1061
inverters	4	15.01
repair buffers	43	430.4
clock inverters	2	33.78
fillers	523	3236
well taps	72	90.09
multi-input cells	65	669.4
[power by group]
group          switching (mW)  leakage (nW)  internal [mW]
clock network           0.142        0.0528          0.216
logic                  0.0622         0.450          0.168
registers              0.0359         0.367          0.573
total                   0.240         0.870          0.958
[path summary, 6_finish.rpt]
path / to / start / cells past startpoint / slack [ns]
max: accumulated_data_o[3] / concat_idx[3] / 5 / 0.58
min: accumulated_data_valid_o / concat_idx[6] / 1 / 0.56
max reg2reg: accumulated_data_o[3] / concat_idx[3] / 5 / 0.58
min reg2reg: accumulated_data_valid_o / concat_idx[6] / 1 / 0.56
Power and IR drop assume default switching activity.

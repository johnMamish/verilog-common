## ./constraint.sdc

```tcl
current_design color_sharp_memory_display_driver

set clk_period 6.1
set clk_io_pct 0.2

create_clock -name clk0 -period $clk_period [get_ports {clk_i}]

set non_clock_inputs [all_inputs -no_clocks]
set_input_delay [expr $clk_period * $clk_io_pct] -clock clk0 $non_clock_inputs
set_output_delay [expr $clk_period * $clk_io_pct] -clock clk0 [all_outputs]
```

## ./design.v

```verilog
module color_sharp_memory_display_driver #(
    parameter WIDTH = 240,
    parameter HEIGHT = 320,
    parameter HPADDING = 8,
    parameter VPADDING = 4,
    parameter CLKDIV = 16,
    parameter VCOM_CLKDIV = 200000,
    parameter MEM_DELAY = 1
) (
    input clk_i,
    input reset_i,
    output logic vsync_o,
    output logic [15:0] addr_o,
    output logic read_valid_o,
    input [15:0] pixel_data_i,
    output logic intb_o,
    output logic bsp_o,
    output logic bck_o,
    output logic gsp_o,
    output logic gck_o,
    output logic gen_o,
    output logic vcom_o,
    output logic vb_o,
    output logic va_o,
    output logic [1:0] r_o,
    output logic [1:0] g_o,
    output logic [1:0] b_o
);
    logic sending_reset_frame, reset_frame_started;
    localparam BCK_MAXVAL = ((WIDTH + HPADDING) >> 1) - 1;
    localparam GCK_MAXVAL = ((HEIGHT + VPADDING) << 1) - 1;
    localparam INTB_START_GCK_OFFSET = 397 / (BCK_MAXVAL + 1);
    localparam INTB_START_BCK_OFFSET = 397 % (BCK_MAXVAL + 1);
    localparam INTB_END_BCK_OFFSET = 30;
    localparam INTB_GCK_START = ((HEIGHT << 1) + 2 + INTB_START_GCK_OFFSET);
    localparam INTB_GCK_END = (GCK_MAXVAL);
    localparam GEN_STARTING_BCK_IDX = 20;
    logic [15:0] pixel_latch;
    logic next_pixel_is_in_active_region;
    logic pixel_fetch_pending;
    logic [$clog2(MEM_DELAY)+1:0] mem_dly_count;
    logic [15:0] bck_count, gck_count, bck_count_next;
    logic this_line_valid, prev_line_valid;
    logic sending_msb;
    logic [$clog2(CLKDIV)+1:0] clkcount;
    always_ff @(posedge clk_i) begin
        clkcount <= clkcount + 1;
        read_valid_o <= 0;
        if (clkcount == ((CLKDIV >> 1) - 1)) begin
            clkcount <= 0;
            if (!sending_reset_frame && next_pixel_is_in_active_region) begin
                read_valid_o <= 1;
                pixel_fetch_pending <= 1;
                mem_dly_count <= '0;
                addr_o <= bck_count_next + 256 * (gck_count - 1);
            end
            bck_o <= ~bck_count[0];
            bck_count <= bck_count_next;
        end
        if ((clkcount == 1) && this_line_valid) begin
            if (sending_msb) begin
                r_o <= {pixel_latch[13], pixel_latch[5]};
                g_o <= {pixel_latch[11], pixel_latch[3]};
                b_o <= {pixel_latch[9], pixel_latch[1]};
            end else begin
                r_o <= {pixel_latch[12], pixel_latch[4]};
                g_o <= {pixel_latch[10], pixel_latch[2]};
                b_o <= {pixel_latch[8], pixel_latch[0]};
            end
        end
        if (pixel_fetch_pending) mem_dly_count <= mem_dly_count + 1;
        if (pixel_fetch_pending && (mem_dly_count == MEM_DELAY)) begin
            pixel_latch <= pixel_data_i;
            pixel_fetch_pending <= 0;
        end
        if (gck_count == 1) reset_frame_started <= 1;
        if (gck_count == (HEIGHT << 1)) vsync_o <= 1;
        else vsync_o <= 0;
        if ((clkcount == 1) && (bck_count == (BCK_MAXVAL))) begin
            gck_o <= gck_count[0];
            gck_count <= (gck_count == GCK_MAXVAL) ? 0 : gck_count + 1;
            if ((gck_count == GCK_MAXVAL) && reset_frame_started) sending_reset_frame <= 0;
            sending_msb <= ~gck_count[0];
            this_line_valid <= ((gck_count >= 0) && (gck_count < (HEIGHT << 1)));
            prev_line_valid <= this_line_valid;
        end
        if ((bck_count == (BCK_MAXVAL >> 1)) && (gck_count == GCK_MAXVAL)) gsp_o <= 1;
        if ((bck_count == (BCK_MAXVAL >> 1)) && (gck_count == 1)) gsp_o <= 0;
        if ((bck_count == INTB_START_BCK_OFFSET) && (gck_count == INTB_GCK_START)) intb_o <= 0;
        if ((bck_count == INTB_END_BCK_OFFSET) && (gck_count == INTB_GCK_END)) intb_o <= 1;
        if ((clkcount == 2) && (bck_count == BCK_MAXVAL)) bsp_o <= 1;
        if ((clkcount == 2) && (bck_count == 1)) bsp_o <= 0;
        if (bck_count == GEN_STARTING_BCK_IDX) gen_o <= prev_line_valid;
        if (bck_count == (GEN_STARTING_BCK_IDX + (30 * 2))) gen_o <= 0;
        if (reset_i) begin
            sending_msb <= 1;
            sending_reset_frame <= 1;
            reset_frame_started <= 0;
            bck_count <= BCK_MAXVAL - 2;
            gck_count <= GCK_MAXVAL - 4;
            clkcount <= 0;
            {this_line_valid, prev_line_valid} <= 0;
            mem_dly_count <= 0;
            pixel_fetch_pending <= 0;
            pixel_latch <= '0;
            vsync_o <= '0;
            {addr_o, read_valid_o} <= '0;
            {intb_o, bsp_o, bck_o, gsp_o, gck_o, gen_o, r_o, g_o, b_o} <= '0;
        end
    end
    always_comb begin
        bck_count_next = (bck_count == BCK_MAXVAL) ? 0 : bck_count + 1;
        next_pixel_is_in_active_region = bck_count_next <= BCK_MAXVAL;
    end
    localparam VCOM_SUPPRESS_TIME = 1000;
    logic [15:0] vcom_suppress_counter;
    logic suppress_vcom;
    always_ff @(posedge clk_i) begin
        vcom_suppress_counter <= vcom_suppress_counter + 1;
        if (vcom_suppress_counter > VCOM_SUPPRESS_TIME) suppress_vcom <= 0;
        if (reset_i || sending_reset_frame) begin
            vcom_suppress_counter <= 0;
            suppress_vcom <= 1;
        end
    end
    logic [$clog2(VCOM_CLKDIV)+1:0] vcom_counter;
    always_ff @(posedge clk_i) begin
        logic va;
        vcom_counter <= vcom_counter + 1;
        if (vcom_counter == (VCOM_CLKDIV - 1)) begin
            vcom_counter <= 0;
        end
        va = (vcom_counter < (VCOM_CLKDIV >> 1)) ? 1 : 0;
        va_o <= va;
        vcom_o <= ~va;
        vb_o <= ~va;
        if (reset_i || suppress_vcom) begin
            vcom_counter <= 0;
            {va_o, vcom_o, vb_o} <= '0;
        end
    end
endmodule
```

## ./run.sh

```bash
#!/bin/bash
# OpenROAD 26Q1-2900-gdf79404cd8, Yosys 0.63+post, stock flow scripts
make -C /OpenROAD-flow-scripts/flow DESIGN_CONFIG=/design/flow/config.mk WORK_HOME=/design/flow/orfs finish
```

## ./config.mk

```make
export PLATFORM = sky130hd
export DESIGN_NAME = color_sharp_memory_display_driver
export DESIGN_NICKNAME = color_sharp_memory_display_driver
export VERILOG_FILES = /design/flow/design.v
export SDC_FILE = /design/flow/constraint.sdc
export NUM_CORES = 4
export LEC_CHECK = 1
export CORE_UTILIZATION = 50
```

==> metrics.yaml <==
status: "finished clean"
fp_util_pct: 52.2
htree_levels: 4
ff2ff_setup_slack_ns: 2.54
yosys_area_um2: 6400
top_cells_by_area: "dfxtp_1 40%, xor2_1 7.3%, nor2_1 6.0%"
remaining_drc_errors: 0
tightest_slew_ns: 0.756
hold_violations: 0
enable_flop_cells: 0
vias: 5328
die_w_um: 115
grt_use_total_pct: 23.7
netlist.area_leader.share_pct: 39.7
clock_tree.root_cell: "clkbuf_16"
synthCells: 768
fmaxAchievable_mhz: 281
avgSynthCellArea_um2: 8.33
ir_drop_mv: 0.223
grt_overflow: 0
synth_seq_share_pct: 39.7
firstDrtPassIters: 4
grt_pass1_vias: 4941
drive_above_1_share_pct: 5.85
hold_start: "pixel_latch[2]"
critPathArrivalTime_ns: 3.84
finalClockSkew_ns: 0.00837
wl_per_cell_um: 14.9
hold_buffers: 0
fin_setup_tns_ns: 0
critical_path_class: "flip-flop to flip-flop"
drv_slew: 0
ys_ff: 127
slowest_stage: "dfxtp_1"
worst_setup_path_start_kind: "flip-flop"
grt_first_pass_wirelength_um: 24000
cts_buffer_depth: 2
tool_warnings: 39
cts_sinks: 127
io_buffers: 46
final_cell_mix: "127 x dfxtp_1, 102 x nor2_1, 79 x nand2_1"
path_clk_slew_ns: 0.05
min_period_ns: 3.56
cts.repair_timing.setup_buffer_count: 0
coreArea_um2: 12300
die_h_um: 115
area_delta_synth_final_pct: 16.5
antenna_found_initial: 0
worstSkewPairLatency_ns: 0.41
routed_wl_um: 14500
grt_max_degree: 73
cp_slowest_stage_delay_ns: 0.53
ys.warnings.count: 1
async_flop_share_pct: 0
path_max_fanout: 11
syn_area_um2: 6400
cts_tree: "yes"
reg2regPathDepth: 13
via_per_inst: 5.48
gp_congestion: 0.895
power_density_nw_per_um2: 245
cts_resized: 0
placed_area_um2: 6900
path_cells: "ha_1, nand3_1, nor2_1, nand2_1, xnor2_1, ha_1, fa_1, a21o_1, a21oi_1, o21bai_1, a21oi_1, xor2_1, o21ai_0"
setup_violations: 0
synth_cell_type_count: 62
final_antenna_net_count: 0
cts_made_buffers: 17
hold_path_class: "flip-flop to flip-flop"
lay_top_count: "dfxtp_1"
worst_ep_required_time_ns: 6.38
stdcell_area_um2: 7460
slew-limit-headroom_pct: 49.6
yosys.area.top_type: "dfxtp_1"
rsz0062_at_grt: "no"
finalClockPeriodUsage_pct: 58.4
rows: 40
holdPathStages: 2
crit_family: "adder cells"
hpwl_um: 10100
chipArea_um2: 13300
min_to: "pixel_latch[2]"
io_pins: 51
r2r_end: "addr_o[14]"
leakage_nw: 2.77
worst-path-buf-inv: 0
ys.flop_type: "dfxtp_1"
drv_cap: 0
drt_iter0_drc: 378
n_antenna_cell: 0
rr_startpoint: "bck_count[0]"
endpoint_kind: "flip-flop"
ys_cells: 768
[area by class of cell]
cell class                 instances  area (um2)
multi-input combinational        579        3590
clock inverter                     7        87.6
clock buffer                      23         468
fill                            1050        4810
sequential                       127        2540
inverter                          18        67.6
timing repair buffer              50         485
tap                              168         210
[cell usage after synthesis (2+ instances only)]
cell      number
dfxtp_1      127
a31oi_1        4
nor2b_1        4
a21boi_0       2
mux2i_1        6
xnor2_1       32
o311ai_0       2
nor4_1        17
nand2_1       79
a211o_1        2
or3_1          5
and3b_1        2
o211ai_1      10
nor2_1       102
xor2_1        53
buf_6          2
ha_1          22
a211oi_1       5
buf_2         10
o31a_1         2
and4_1         5
nand3_1       40
and2_1         8
and3_1        14
nor3_1        20
or4_1          4
a21o_1         4
a21oi_1       52
buf_1          3
nand4_1       17
o21ai_1        3
inv_1         17
nand2b_1       5
o21bai_1       2
or2_2          3
nor4_2         2
clkbuf_1      28
nor3b_1        3
or4_4          3
o21ai_0       22
a311oi_1       2
o211a_1        3
[cell families (layout without fill, tap and decap cells)]
| family | after synthesis | count (layout) | share of synthesized area, % |
|---|---|---|---|
| AND-OR/OR-AND | 123 | 123 | 12.4 |
| XOR/XNOR | 85 | 85 | 11.6 |
| adder cells (fa/ha/maj) | 23 | 23 | 4.61 |
| buffers and inverters | 62 | 98 | 4.12 |
| flip-flops | 127 | 127 | 39.7 |
| multiplexers | 6 | 6 | 0.938 |
| AND/OR/NAND/NOR | 342 | 342 | 26.6 |
[power breakdown]
group	switching [W]	internal, W
clock network	0.000341	0.000615
logic	0.0000199	0.0000128
registers	0.00000312	0.000833
[how the worst max path moves through the flow]
stage / start / endpoint / slack, ns / depth (start not counted)
final: bck_count[0] / addr_o[14] / 2.54 / 13
after global routing: bck_count[0] / addr_o[14] / 2.28 / 13
after CTS: bck_count[0] / addr_o[14] / 2.61 / 13
[worst min-delay path: cells and delay by family (launching register included)]
kind | cells | cell delay (ns)
AND-OR/OR-AND | 1 | 0.05
flip-flops | 1 | 0.30
AND/OR/NAND/NOR | 1 | 0.05
[layer usage]
metal	vias to the layer above	track usage, %	part of all wire (%)
met5	-	0	0
met4	0	2.86	1.1
met3	13	5.31	5.1
met2	87	36.2	44
met1	2509	36.5	49
li1	2719	-	-
[registers in the layout, indices dropped and copies added, names as in the netlist, 2 cells and up]
name / cells
addr_o: 16
b_o: 2
bck_count: 16
clkcount: 6
g_o: 2
gck_count: 16
mem_dly_count: 2
pixel_latch: 12
r_o: 2
vcom_counter: 20
vcom_suppress_counter: 16
[stage by stage]
| stage | total power (W) | setup WS (ns) | util (%) | cells | hold slack (ns) |
|---|---|---|---|---|---|
| 4_1_cts | 0.00185 | 2.61 | 60.8 | 972 | 0.453 |
| 5_1_grt | 0.00188 | 2.28 | 60.8 | 972 | 0.469 |
| 3_5_place_dp | 0.000886 | 2.62 | 56.3 | 942 | 0.447 |
| 3_3_place_gp | 0.000885 | 2.66 | 56.3 | 942 | 0.443 |
| 2_1_floorplan | 0.000871 | 3.22 | - | 768 | 0.417 |
| 6_report | 0.00182 | 2.54 | 60.8 | 972 | 0.452 |
Power and IR drop assume default switching activity.
